[./run.sh]
#!/bin/bash
# OpenROAD 26Q1-2900-gdf79404cd8, Yosys 0.63+post, stock flow scripts
make -C /OpenROAD-flow-scripts/flow DESIGN_CONFIG=/design/flow/config.mk WORK_HOME=/design/flow/orfs finish
[./config.mk]
export PLATFORM = sky130hd
export DESIGN_NAME = mem
export DESIGN_NICKNAME = mem
export VERILOG_FILES = /design/flow/design.v
export SDC_FILE = /design/flow/constraint.sdc
export NUM_CORES = 4
export LEC_CHECK = 1
export CORE_AREA = 10 10 214 214
export DIE_AREA = 0 0 224 224
[./constraint.sdc]
current_design mem

set clk_period 6.5
set clk_io_pct 0.2

create_clock -name clk0 -period $clk_period [get_ports {clk_i}]

set non_clock_inputs [all_inputs -no_clocks]
set_input_delay [expr $clk_period * $clk_io_pct] -clock clk0 $non_clock_inputs
set_output_delay [expr $clk_period * $clk_io_pct] -clock clk0 [all_outputs]
[./design.v]
module mem(
    input wire rst_i,
    input wire clk_i,
    input wire stall_i,
    input wire flush_i,
    input wire [32-1:0] pc_i,
    input wire [4:0] rd_addr_i,
    input wire [32-1:0] rd_data_i,
    input wire rd_we_i,
    input wire [32-1:0] mem_addr_i,
    input wire mem_re_i,
    input wire mem_we_i,
    input wire [2:0] opfunc3_i,
    input wire [11:0] csr_addr_i,
    input wire [32-1:0] csr_data_i,
    input wire csr_we_i, 
    input wire system_ret_i,
    input wire [32-1:0] exception_i,
    input wire [32-1:0] exceptionpc_i,
    input [11:0] heapcsr_addr_i,
    input [31:0] heapcsr_data_i,
    input wire [32-1:0] ram_data_i,
    output reg [32-1:0] ram_addr_o,
    output reg [32-1:0] ram_data_o,
    output reg ram_we_o,
    output reg ram_re_o,
    output reg [4:0]rd_addr_o,
    output reg [32-1:0] rd_data_o,
    output reg rd_we_o,
    output reg [11:0] csr_addr_o,
    output reg [32-1:0] csr_data_o,
    output reg csr_we_o,
    output reg [32-1:0] pc_o,
    output reg system_ret_o,
    output reg [32-1:0] exception_o,
    output reg [32-1:0] exceptionpc_o,
    output reg stall_o
);
reg[31:0] csr_data;
assign pc_o = pc_i;  
assign system_ret_o = system_ret_i;  
assign exception_o = exception_i;
assign exceptionpc_o = exceptionpc_i;
wire[1:0] ram_addr_offset;
assign ram_addr_offset = mem_addr_i[1:0] & 2'b11;  
assign ram_re_o = mem_re_i & (S == S_DONE);
assign ram_we_o = mem_we_i & (S == S_DONE);
reg [32-1:0] rd_data;
assign stall_o = ((mem_re_i|mem_we_i) & ~is_done)? 1:0;
always@(*) begin
    if(mem_re_i)begin
        ram_addr_o = mem_addr_i;
        case(opfunc3_i)
            3'b000:begin  
                case(ram_addr_offset)
                    2'b00:rd_data = {{24{ram_data_i[7]}}, ram_data_i[7:0]};
                    2'b01:rd_data = {{24{ram_data_i[15]}}, ram_data_i[15:8]};
                    2'b10:rd_data = {{24{ram_data_i[23]}}, ram_data_i[23:16]};
                    2'b11:rd_data = {{24{ram_data_i[31]}}, ram_data_i[31:24]};
                endcase
            end
            3'b001:begin  
                case(ram_addr_offset)
                    2'b00:rd_data = {{16{ram_data_i[15]}}, ram_data_i[15:0]};
                    2'b10:rd_data = {{16{ram_data_i[31]}}, ram_data_i[31:16]};
                    default:rd_data = 0;
                endcase
            end
            3'b010:begin  
                rd_data = ram_data_i;
            end
            3'b100:begin  
                case(ram_addr_offset)
                    2'b00:rd_data = {24'b0, ram_data_i[7:0]};
                    2'b01:rd_data = {24'b0, ram_data_i[15:8]};
                    2'b10:rd_data = {24'b0, ram_data_i[23:16]};
                    2'b11:rd_data = {24'b0, ram_data_i[31:24]};
                endcase
            end
            3'b101:begin  
                case(ram_addr_offset)
                    2'b00:rd_data = {16'b0, ram_data_i[15:0]};
                    2'b10:rd_data = {16'b0, ram_data_i[31:16]};
                    default:rd_data = 0;
                endcase
            end 
            default:begin
                rd_data = rd_data_i;
                ram_addr_o = 0;
            end
        endcase
    end else begin
        rd_data = rd_data_i;
        ram_addr_o = 0;
    end
end
always @(*) begin
    if(mem_we_i & (S == S_DONE)) begin
        ram_addr_o = mem_addr_i;
        case(opfunc3_i)
            3'b000:begin  
                case(ram_addr_offset)
                    2'b00:ram_data_o = {ram_data_i[31:8],rd_data_i[7:0]};
                    2'b01:ram_data_o = {ram_data_i[31:16],rd_data_i[7:0], ram_data_i[7:0]};
                    2'b10:ram_data_o = {ram_data_i[31:24],rd_data_i[7:0], ram_data_i[15:0]};
                    2'b11:ram_data_o = {rd_data_i[7:0],ram_data_i[23:0]};
                endcase
            end
            3'b001:begin  
                case(ram_addr_offset)
                    2'b00:ram_data_o = {ram_data_i[31:16],rd_data_i[15:0]};
                    2'b10:ram_data_o = {rd_data_i[15:0],ram_data_i[15:0]};
                    default:ram_data_o = 0;
                endcase
            end
            3'b010:begin  
                ram_data_o = rd_data_i;
            end
            default:begin
                ram_addr_o = 0;
                ram_data_o = 0;
            end
        endcase
    end
end
wire cnt_done;
assign cnt_done = ~|cnt;
reg is_done;
reg  [2:0]     cnt;
localparam           S_IDLE        = 3'b000;
localparam           S_CALC        = 3'b001;
localparam           S_DONE        = 3'b011;
reg [2 : 0] S, S_nxt;
always @(posedge clk_i)
begin
    if (rst_i|~(mem_re_i|mem_we_i))
        S <= S_IDLE;
    else
        S <= S_nxt;
end
always @(*)
begin
    case (S)
        S_IDLE:
            S_nxt =  S_CALC;
        S_CALC:
            S_nxt = (cnt_done)? S_DONE : S_CALC;
        S_DONE:
            S_nxt = S_IDLE;
        default:
            S_nxt = S_IDLE;
    endcase
end
always @(posedge clk_i)
begin
    if (S == S_IDLE && (mem_re_i|mem_we_i) ==1'b1)begin
        cnt <= 'd3;
    end
    else if (S == S_CALC)begin
        cnt <= cnt - 'd1;
    end
end
always @(*)begin
    if (S == S_DONE) begin
        is_done = 1'b1;
    end else begin
        is_done = 1'b0;
    end
end
always @(*)begin
    if (csr_addr_i == heapcsr_addr_i) begin
        csr_data = heapcsr_data_i;
    end else begin
        csr_data = csr_data_i;
    end
end
always @(posedge clk_i) begin
    if(rst_i | flush_i) begin
        rd_addr_o <= 0;
        rd_data_o <= 0;
        rd_we_o <= 0;
        csr_addr_o <= 0;
        csr_data_o <= 0;
        csr_we_o <= 0;
    end else if (stall_i)begin
        rd_addr_o <= rd_addr_o;
        rd_data_o <= rd_data_o;
        rd_we_o <= rd_we_o ;
        csr_addr_o <= csr_addr_o;
        csr_data_o <= csr_data_o;
        csr_we_o <= csr_we_o; 
    end else begin
        rd_addr_o <= rd_addr_i;
        rd_data_o <= rd_data;
        rd_we_o <= rd_we_i ;
        csr_addr_o <= csr_addr_i;
        csr_data_o <= csr_data;
        csr_we_o <= csr_we_i;
    end 
end
endmodule
==> out/results.env <==
RUN_STATUS='did not finish'
STOP_STAGE='1_2_yosys'
STOP_ERROR='ERROR: Found 32 problems in 'check -assert'.'
TOPCOMBFAMILYBYAREA='AND-OR/OR-AND gates'
EDF_COUNT=0
SYNTH-AREA-YOSYS_UM2=7030
POSTSYNTH.TOPFLOPCELL='sky130_fd_sc_hd__dfxtp_1'
NETLIST.TOP_CELL.BY_AREA='sky130_fd_sc_hd__dfxtp_1'
YOSYSWARNINGCOUNT=8
SYNTHARSTFLOPSHARE=0
YOSYS.CELL_TYPES.COUNT=52
NUMSYNTHFLOPS=153
COMPLEX_GATE_FRACTION_OF_THE_SYNTHESIZED_AREA=0.193
MUXSHAREOFSYNTHAREA=0.0892
XOR_AREA_FRAC=0.0175
TOP_CELL_AREA_SHARE=0.254
SYNTH.CELLMIX.ADDERSHARE=0.00499
SYNTH_STAT.CELLS=812
YS_TOP_CELLS_BY_AREA='sky130_fd_sc_hd__dfxtp_1, sky130_fd_sc_hd__dlxtp_1, sky130_fd_sc_hd__buf_4'
SYNTH.CELLMIX.SIMPLESHARE=0.152
==> kinds of logic after synthesis <==
family	after synthesis
AND-OR/OR-AND	216
XOR/XNOR	14
adder cells (fa/ha/maj)	3
buffers and inverters	164
flip-flops	89
latches	64
multiplexers	62
AND/OR/NAND/NOR	200
==> cell usage after synthesis (all sizes together), types with 2 or more instances <==
master,count
nand4,4
dlxtp,64
nand3,8
nor3b,2
nor3,8
a221oi,7
ha,2
inv,14
a222oi,8
dfxtp,89
a221o,8
a22oi,8
o21ai,91
xnor2,14
nand2b,2
buf,123
nand2,65
mux2i,60
a22o,16
a21oi,65
mux2,2
or3,2
nor2,36
and2,37
clkbuf,27
o221ai,8
and3,30
