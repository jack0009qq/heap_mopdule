## design/flow/run.sh

```bash
#!/bin/bash
# OpenROAD 26Q1-2900-gdf79404cd8, Yosys 0.63+post, stock flow scripts
make -C /OpenROAD-flow-scripts/flow DESIGN_CONFIG=/design/flow/config.mk WORK_HOME=/design/flow/orfs finish
```

## design/flow/config.mk

```make
export PLATFORM = sky130hd
export DESIGN_NAME = dpram
export DESIGN_NICKNAME = dpram
export VERILOG_FILES = /design/flow/design.v
export SDC_FILE = /design/flow/constraint.sdc
export NUM_CORES = 4
export LEC_CHECK = 1
export CORE_AREA = 10 10 72 72
export DIE_AREA = 0 0 82 82
```

## design/flow/constraint.sdc

```tcl
current_design dpram

set clk_period 1.1
set clk_io_pct 0.2

create_clock -name clk0 -period $clk_period [get_ports {clk_i}]

set non_clock_inputs [all_inputs -no_clocks]
set_input_delay [expr $clk_period * $clk_io_pct] -clock clk0 $non_clock_inputs
set_output_delay [expr $clk_period * $clk_io_pct] -clock clk0 [all_outputs]
```

## design/flow/design.v

```verilog
module dpram #(
    parameter RAM_SIZE        = 1,  
    parameter RAM_ADDR_WIDTH  = 20
)(
    input wire clk_i,
    input wire [32-1:0] addr_i,
    input wire [32-1:0] ram_addr_i,
    input wire [32-1:0] ram_data_i,
    input wire ram_we_i,
    input wire ram_req_i,
    output reg [32-1:0] ram_data_o,
    output reg [32-1:0] inst_o
);
reg[7:0] mem[0:RAM_SIZE-1];
wire[RAM_ADDR_WIDTH-1:0] addr4;
assign addr4 = {addr_i[RAM_ADDR_WIDTH-1:2],2'b0};
wire[RAM_ADDR_WIDTH-1:0] ramaddr4;
assign ramaddr4 = {ram_addr_i[RAM_ADDR_WIDTH-1:2],2'b0};
always @(*) begin   
    inst_o = {mem[addr4],mem[addr4+1],mem[addr4+2],mem[addr4+3]};
end
always @(*) begin  
    if (ram_req_i) begin
        ram_data_o = {mem[ramaddr4],mem[ramaddr4+1],mem[ramaddr4+2],mem[ramaddr4+3]};
    end else begin
        ram_data_o = 0;
    end
end
always @(posedge clk_i) begin  
    if(ram_we_i && ram_req_i)begin
            mem[ramaddr4] <= ram_data_i[31:24];
            mem[ramaddr4+1] <= ram_data_i[23:16]; 
            mem[ramaddr4+2] <= ram_data_i[15:8];
            mem[ramaddr4+3] <= ram_data_i[7:0];
    end
end
task readByte;
    input integer byte_addr;
    output integer val;
    begin
        val = {24'b0,mem[byte_addr[RAM_ADDR_WIDTH-1:0]]};
    end
endtask    
task writeByte;
        input integer byte_addr;
        input [7:0] val;
        begin
            mem[byte_addr[RAM_ADDR_WIDTH-1:0]] = val;
        end
    endtask    
endmodule    
```

==> flow_metrics.env <==
# flow metrics
export IMPL_status="finished, violations left"
export IMPL_violations="negative setup slack"
export IMPL_core_sq_um=3690
export IMPL_antennaDiodeCount=0
export IMPL_numCtsBuffers=3
export IMPL_fillers=351
export IMPL_end_kind="output pin"
export IMPL_rows=22
export IMPL_synth_cells=65
export IMPL_track_usage_pct=5.51
export IMPL_crit_path_top_delay_cell="edfxtp_1"
export IMPL_slew_headroom_pct=92.1
export IMPL_swShare_pct=19.5
export IMPL_drc=0
export IMPL_power_density_nw_per_um2=854
export IMPL_area_growth_pct=110
export IMPL_io_pins=163
export IMPL_fin_ws_ns=-0.142
export IMPL_floorplan_core_util_pct=17.8
export IMPL_final_antenna_net_count=0
export IMPL_layout_cells_most_common="buf_6"
export IMPL_htreeDepth=1
export IMPL_layout_top_cells="68 x buf_6, 14 x buf_2, 9 x clkdlybuf4s50_1"
export IMPL_worstPathMaxFanout=4
export IMPL_synth_area_per_cell_sq_um=10.1
export IMPL_period_minus_slack_ns=1.24
export IMPL_comb_power_share_pct=38.5
export IMPL_switching_power_uw=230
export IMPL_power_uw=1180
export IMPL_arrival_ns=1.02
export IMPL_path_clk_slew_ns=0.04
export IMPL_reg_largest_list="mem: 8 flops"
export IMPL_ys_warn_count=1
export IMPL_syn_cell_area_sq_um=657
export IMPL_ys_cells=65
export IMPL_cp_required_ns=0.88
export IMPL_ctsHoldBuffers=0
export IMPL_warnings=115
export IMPL_power_clock_fraction_pct=29.6
export IMPL_pwr_share_seq_pct=31.9
export IMPL_largest_register_ff_count=8
export IMPL_critPathMaxStageDelay_ns=0.41
export IMPL_internal_power_uw=947
export IMPL_cts_root_buffer="clkbuf_8"
export IMPL_die_area_sq_um=6720
export IMPL_period_used_pct=113
export IMPL_final_hold_viol_count=0
export IMPL_clockBufferDepth=2
export IMPL_cts_tree="yes"
export IMPL_crit_path_start_kind="flip-flop"
export IMPL_first_iter_violations=3
export IMPL_synth_cell_type_count=3
export IMPL_hpwlAfterDp_um=1760
export IMPL_vias=541
export IMPL_hp_class="primary input to flip-flop"
export IMPL_tightest_slew_ns=0.119
export IMPL_grt_pass1_vias=590
export IMPL_hold_worst_slack_ns=0.545
export IMPL_routed_wl_um=2220
export IMPL_fmax_mhz=805
export IMPL_final_layout_size_suffix_gt1_share_pct=84.3
export IMPL_ir_drop_uv=616
export IMPL_rsz0062_at_grt="true"
export IMPL_firstDrtPassIters=2
export IMPL_fp_dieW_um=82
export IMPL_regMostFlops="mem"
export IMPL_via_per_inst=3.32
export IMPL_grt_pass1_wl_um=2910
export IMPL_criticalPathCategory="flip-flop to output pin"
export IMPL_setup_viol=45
export IMPL_fin_area_sq_um=1380
export IMPL_slew_viol_final=0
export IMPL_ys_seq_share_pct=36.6
export IMPL_io_buffer_count=74
export IMPL_numSynthFlops=8
export IMPL_grt_max_degree=8
export IMPL_path_cells="buf_6 > and2_4 > buf_2"
export IMPL_p_leak_uw=0.000670
export IMPL_overflow=0
export IMPL_place_congestion=0.685
export IMPL_yosys_stat_area_sq_um=657
export IMPL_die_y_um=82
export IMPL_antenna_found_initial=0
export IMPL_wire_per_inst_um=13.6
export IMPL_maxCapViolations=0
export IMPL_cts_sinks=8
export IMPL_postPlaceCellArea_sq_um=1190
-- layout make-up --
cell class | instances | area (sq um) | area share, %
Sequential cell | 8 | 240 | 17.4
Tap cell | 48 | 60.1 | 4.36
Multi-Input combinational cell | 9 | 76.3 | 5.54
Timing Repair Buffer | 95 | 960 | 69.7
Clock buffer | 3 | 41.3 | 3.00
-- worst paths after layout --
kind                  depth (start not counted)          start       endpoint  slack (ns)
worst max-delay path                          3      mem[0][6]  ram_data_o[6]       -0.14
worst min-delay path                          1  ram_data_i[6]      mem[0][6]        0.55
-- cell families (layout without fill, tap and decap cells) --
kind of cell / Yosys count / in the layout / share of synthesized area, %
DFF: 8 / 8 / 36.6
and+or+nand+nor: 9 / 9 / 8.57
buffers and inverters: 48 / 98 / 54.9
-- worst max-delay path: cells and delay by family (launching register included) --
| kind | cells | cell delay [ns] |
|---|---|---|
| buffers and inverters | 2 | 0.25 |
| DFF | 1 | 0.41 |
| and+or+nand+nor | 1 | 0.14 |
-- per-layer routing --
metal  share of wire [%]  global-route usage (%)
met1                  36                    6.38
met2                  38                    7.92
met3                  27                    4.96
met4                   0                   0.170
met5                   0                       0
-- cell usage after synthesis --
library cell / n / area share [%]
buf_4: 48 / 55
edfxtp_1: 8 / 37
and2_1: 9 / 8.6
-- metrics by stage --
step / utilization, % / setup WS [ns] / std cells / TNS [ns]
final: 37.3 / -0.142 / 163 / -2.95
after CTS: 33.7 / -0.151 / 163 / -3.30
after detailed placement: 32.2 / -0.687 / 151 / -24.62
after global routing: 37.3 / -0.176 / 163 / -5.29
after floorplan: - / 0.184 / 65 / 0
after global placement: 32.2 / -0.655 / 151 / -23.85
-- power groups by stage --
stage     Sequential [uW]  Combinational, uW  Clock, uW
5_1_grt               377                493        382
6_report              375                453        348
4_1_cts               375                401        364
-- what timing repair did --
item                       4_1_cts  5_1_grt
pin swaps                        8        1
resized                        249       22
setup buffers                    9        0
setup endpoints to repair       72       64
Power figures rest on the tool's default switching activity, not on a simulated workload.
