<file path="flow/run.sh">
#!/bin/bash
# OpenROAD 26Q1-2900-gdf79404cd8, Yosys 0.63+post, stock flow scripts
make -C /OpenROAD-flow-scripts/flow DESIGN_CONFIG=/design/flow/config.mk WORK_HOME=/design/flow/orfs finish
</file>
<file path="flow/config.mk">
export PLATFORM = sky130hd
export DESIGN_NAME = decode
export DESIGN_NICKNAME = decode
export VERILOG_FILES = /design/flow/design.v
export SDC_FILE = /design/flow/constraint.sdc
export NUM_CORES = 4
export LEC_CHECK = 1
export CORE_AREA = 10 10 250 250
export DIE_AREA = 0 0 260 260
</file>
<file path="flow/constraint.sdc">
current_design decode

set clk_period 18.0
set clk_io_pct 0.2

create_clock -name clk0 -period $clk_period [get_ports {clk_i}]

set non_clock_inputs [all_inputs -no_clocks]
set_input_delay [expr $clk_period * $clk_io_pct] -clock clk0 $non_clock_inputs
set_output_delay [expr $clk_period * $clk_io_pct] -clock clk0 [all_outputs]
</file>
<file path="flow/design.v">
module decode (
    input wire clk_i,
    input wire rst_i,
    input wire [32-1:0] pc_i,
    input wire [32-1:0] inst_i,
    input wire [32-1:0] reg_data1_i,
    input wire [32-1:0] reg_data2_i,
    input wire [32-1:0] csr_data_i,
    input wire flush_i,
    input wire stall_i,
    output reg [4:0] rs1_addr_o,
    output reg [4:0] rs2_addr_o,
    output reg [11:0] csr_addr_o,
    output reg [32-1:0] pc_o,
    output reg [32-1:0] imm_o,
    output reg [4:0] rd_addr_o,
    output reg rd_we_o,
    output reg [2:0] opfunc3_o,
    output reg [2:0] optype_o,
    output reg shiftsel_o,
    output reg addsubsel_o,
    output reg typesel_o,
    output reg mem_re_o,
    output reg mem_we_o,
    output reg csr_we_o,
    output reg system_ret_o,
    output reg [32-1:0] exception_o,
    output reg [32-1:0] exceptionpc_o,
    output reg ctx_o,    
    output reg [32-1:0] rs1_o,
    output reg [32-1:0] rs2_o,
    output reg [4:0] fwd_raddr1_o,
    output reg [4:0] fwd_raddr2_o,
    output reg [11:0] fwd_csr_addr_o,
    output reg [32-1:0] fwd_csr_data_o,
    output reg loaduse_hazard_o
);
wire [32-1:0] rv32inst = inst_i;
wire [6:0] opcode = rv32inst[6:0];
wire [2:0] opfunc3 = (LUItype|AUPICtype)? 3'b000:rv32inst[14: 12];
wire [6:0] opfunc7 = rv32inst[32-1 : 25];
assign rs1_addr_o = rv32inst[19:15];
assign rs2_addr_o = rv32inst[24:20];
assign csr_addr_o = rv32inst[31:20];
wire [4:0] rd_addr = rv32inst[11:7];
reg [2:0] optype;
wire mem_re,mem_we;
assign mem_re = Ltype ;
assign mem_we = Stype ;
wire reg_we;
assign reg_we = Itype | Rtype | Ltype | LUItype | AUPICtype | JALtype | JALRtype | Mtype | CSRtype | CTXtype;
wire csr_we;
assign csr_we = CSRtype;
wire [32-1:0] immI,immL,immS,immU,immJ,immB,immCSR;
assign immI = {{20{rv32inst[31]}}, rv32inst[31:20]};
assign immL = {{20{rv32inst[31]}}, rv32inst[31:20]};
assign immS = {{20{rv32inst[31]}}, rv32inst[31:25],rv32inst[11:7]};
assign immU = {rv32inst[31:12], 12'b0};
assign immJ = {{12{rv32inst[31]}}, rv32inst[19:12], rv32inst[20], rv32inst[30:21],1'b0};
assign immB = {{20{inst_i[31]}}, inst_i[7], inst_i[30:25], inst_i[11:8], 1'b0};
assign immCSR = {27'b0,rv32inst[19:15]};
wire Itype = (opcode == 7'b0010011);
wire Rtype = (opcode == 7'b0110011) && (opfunc7 != 7'b0000001);
wire Mtype = (opcode == 7'b0110011) && (opfunc7 == 7'b0000001);
wire Ltype = (opcode == 7'b0000011);
wire Stype = (opcode == 7'b0100011);
wire LUItype = (opcode == 7'b0110111) ;
wire AUPICtype = (opcode == 7'b0010111);
wire JALtype = (opcode == 7'b1101111);
wire JALRtype = (opcode == 7'b1100111);
wire Btype = (opcode == 7'b1100011);
wire CSRtype = (opcode == 7'b1110011) && (opfunc3 != 3'b000);
wire MRETtype = (opcode == 7'b1110011) && (opfunc3 == 3'b000) && (rv32inst[31:20] == 12'b001100000010);
wire ECALLtype = (opcode == 7'b1110011) && (opfunc3 == 3'b000) && (rv32inst[31:20] == 12'b000000000000);
wire shiftsel = (opfunc7 == 7'b0100000)? 1 : 0 ;  
wire addsubsel = (opcode == 7'b0110011) && (opfunc7 == 7'b0100000) && (opfunc3 == 3'b000);  
wire typesel = (JALtype || LUItype)?  1:0 ;  
wire raddr1_thesame = (rs1_addr_o == rd_addr_o) && (Rtype || Stype || Btype || Itype || Ltype || JALRtype || CSRtype || MRETtype || Mtype || CTXtype);
wire raddr2_thesame = (rs2_addr_o == rd_addr_o) && (Rtype || Stype || Btype || Mtype || CTXtype) ;
assign loaduse_hazard_o = (raddr1_thesame | raddr2_thesame ) && mem_re_o;
wire [32-1:0] exception;
assign exception = (ECALLtype)? 'd11:0;  
wire CTXtype = (opcode == 7'b0001011);
wire [32-1:0] imm;
assign imm = ({32{Itype}} & immI)
    |({32{Ltype}} & immL)
    |({32{Stype}} & immS)
    |({32{LUItype}} & immU)
    |({32{AUPICtype}} & immU)
    |({32{JALtype}} & immJ)
    |({32{JALRtype}} & immI)
    |({32{Btype}} & immB)
    |({32{CSRtype}} & immCSR)
        ;
always @(*) begin
    if (Rtype)
        optype = 3'b000;
    else if (Itype)
        optype = 3'b001;
    else if (Btype)
        optype = 3'b010;
    else if (Stype)
        optype = 3'b011;
    else if (LUItype | AUPICtype) 
        optype = 3'b100;
    else if (Mtype) 
        optype = 3'b101;
    else if (JALtype | JALRtype)
        optype = 3'b110;
    else 
        optype = 3'b111; 
end
always @(posedge clk_i) begin
    if(rst_i || flush_i) begin
        pc_o <= (flush_i)? pc_i:0;
        fwd_raddr1_o <= 0;
        fwd_raddr2_o <= 0;
        rs1_o <= 0;
        rs2_o <= 0;   
        rd_addr_o <= 0;
        rd_we_o <= 1;  
        imm_o <= 0;
        opfunc3_o <= 0;
        optype_o <= 1;
        shiftsel_o <= 0;
        addsubsel_o <= 0;
        typesel_o <=0;
        mem_re_o <= 0;
        mem_we_o <= 0;
        fwd_csr_addr_o <= 0;
        fwd_csr_data_o <= 0;
        csr_we_o <= 0;
        system_ret_o <= 0;
        exception_o <= 0;
        exceptionpc_o <= 0;
        ctx_o <= 0;
    end else if(stall_i)begin
        pc_o <= pc_o;
        fwd_raddr1_o <= fwd_raddr1_o;
        fwd_raddr2_o <= fwd_raddr2_o;
        rs1_o <= rs1_o;
        rs2_o <= rs2_o;   
        rd_addr_o <= rd_addr_o;
        rd_we_o <= rd_we_o;  
        imm_o <= imm_o;
        opfunc3_o <= opfunc3_o;
        optype_o <= optype_o;
        shiftsel_o <= shiftsel_o;
        addsubsel_o <= addsubsel_o;
        typesel_o <= typesel_o;
        mem_re_o <= mem_re_o;
        mem_we_o <= mem_we_o;    
        fwd_csr_addr_o <= fwd_csr_addr_o;
        fwd_csr_data_o <= fwd_csr_data_o;
        csr_we_o <= csr_we_o;
        system_ret_o <= system_ret_o;
        exception_o <= exception_o;
        exceptionpc_o <= exceptionpc_o;
        ctx_o <= ctx_o;
    end else begin
        pc_o <= pc_i;
        fwd_raddr1_o <= rs1_addr_o;
        fwd_raddr2_o <= rs2_addr_o;
        rd_addr_o <= rd_addr;
        rd_we_o <= reg_we;
        rs1_o <= reg_data1_i;
        rs2_o <= reg_data2_i;
        imm_o <= imm;
        opfunc3_o <= opfunc3;
        optype_o <= optype;
        shiftsel_o <= shiftsel; 
        addsubsel_o <= addsubsel;
        typesel_o <= typesel;
        mem_re_o <= mem_re;
        mem_we_o <= mem_we;
        fwd_csr_addr_o <= csr_addr_o;
        fwd_csr_data_o <= csr_data_i;
        csr_we_o <= csr_we; 
        system_ret_o <= MRETtype;
        exception_o <= exception;
        exceptionpc_o <= pc_i;
        ctx_o <= CTXtype;
    end
end
endmodule
</file>
==> reports/README.md <==
| Metric | Value | Unit |
| --- | --- | --- |
| DRT iter0 DRCs | 411 | - |
| Setup slack of the worst register-to-register path | 17.23 | ns |
| Detailed placement HPWL | 27.8 | mm |
| Share of layout cells above drive strength 1 | 5.33 | % |
| Startpoint type of the worst setup path | primary input | - |
| Reg2Reg Depth | 1 | - |
| Instance count along the most critical hold path | 1 | - |
| Final Hold Violation Tally | 0 | - |
| Average wire per standard cell | 17.9 | um |
| Clock Latency Late Sink | 0.56 | ns |
| GRT Overall Usage | 10.3 | % |
| Post-synthesis adder-cell area fraction | 0 | % |
| Post-synthesis simple-gate area fraction | 14.6 | % |
| Routed wire length | 36.8 | mm |
| Post-synthesis async set-or-reset flop share | 0 | % |
| CTS hold repair buffers | 0 | - |
| Post-CTS setup buffer count | 0 | - |
| Number of buffers on the longest clock path | 3 | - |
| Count of endpoints failing setup in the final report | 0 | - |
| Fill cell count | 5882 | - |
| Synthesis-to-layout area growth | 62.8 | % |
| Antenna violations before repair | 7 | - |
| Post-cts repair resize count | 0 | - |
| Clock slew at reported path FFs | 0.06 | ns |
| Largest net degree at the start of global routing | 87 | - |
| Endpoint type of the worst setup path | output pin | - |
| Global-route wire length before repair | 52.5 | mm |
| Design Power | 1.30 | mW |
| Via density per instance | 3.77 | - |
| Result of the run | completed | - |
| Worst Hold Class | register to register | - |
| Core region area | 0.0567 | mm^2 |
| Total number of clock tree sinks | 230 | - |
| Number of standard cells reported by yosys | 892 | - |
| Worst Tran Pin Value | 0.817 | ns |
| Final min period | 9.87 | ns |
| Number of buffers created by CTS | 28 | - |
| Startpoint of the most critical register-to-register path | optype_o[0] | - |
| Post-synth top area cell | sky130_fd_sc_hd__dfxtp_1 | - |
| # H-tree levels | 1 | - |
| Count of boundary I/O pins | 453 | - |
| Most popular library cell in the synthesized design by count | sky130_fd_sc_hd__dfxtp_1 | - |
| Headroom to the max-slew limit | 45.1 | % |
| Residual antenna-violating net count after detailed routing | 0 | - |
| Yosys reg bits | 230 | - |
| Horizontal die dimension | 260 | um |
| Layout Cell Area excl Fill | 0.0148 | mm^2 |
| Count of max-cap constraint violations | 0 | - |
| TritonCTS clock tree | yes | - |
| Number of max-slew violations in the final report | 0 | - |
| Final cycle utilization of the critical path | 54.9 | % |
| Clk Tree Root Cell | sky130_fd_sc_hd__clkbuf_16 | - |
| Total grt overflow | 0 | - |
| Synthesized netlist cell count | 892 | - |
| Area of the die | 0.0676 | mm^2 |
| Power density over the cells | 87.6 | mW/mm^2 |
| RSZ-0062 raised after global routing | no | - |
| Top FF cell, synth | sky130_fd_sc_hd__dfxtp_1 | - |
| Data arrival time at the worst-slack endpoint | 6.27 | ns |
| Portion of the post-synthesis area used by sequential elements | 54.0 | % |
| Number of search-and-repair iterations in the first detailed-routing pass | 5 | - |
| Total number of vias | 7748 | - |
| Xor+xnor area frac | 0.961 | % |
| Hold Path Sink | shiftsel_o | - |
| Dominant kind of combinational cell | multiplexers | - |
| Accumulated negative setup slack | 0 | ns |
| Maximum operating frequency | 101 | MHz |
| Syn_area_per_cell | 10.2 | um^2 |
| Setup skew after layout | 0 | ns |
| Worst-path fanout max | 11 | - |
| Core utilization at floorplan | 16.1 | % |
| DRC violation count after routing | 0 | - |
| Required time of the worst setup path | 14.40 | ns |
| Placement row count | 87 | - |
| Number of enable-type register cells in the synthesized netlist | 32 | - |
| Log Warnings | 25 | - |
| Height of the chip | 260 | um |
| Post-synth top cells | sky130_fd_sc_hd__dfxtp_1 (198), sky130_fd_sc_hd__nor2_1 (167), sky130_fd_sc_hd__mux2i_1 (151), sky130_fd_sc_hd__buf_4 (58), sky130_fd_sc_hd__nand2_1 (38) | - |
| Compound-cell area share of the yosys netlist | 6.08 | % |
| FF-to-FF End | optype_o[0] | - |
| Worst vdd ir | 59.1 | uV |
| Distinct lib cells | 49 | - |
| Proportion of synthesized area in mux cells | 16.7 | % |
| Start-to-end type of the worst setup path | primary input to output pin | - |
| Tally of buffers added on design ports | 423 | - |
| Launch instance of the worst min-delay path | shiftsel_o | - |
| Cell types with the largest area share after synthesis | sky130_fd_sc_hd__dfxtp_1 (43%), sky130_fd_sc_hd__mux2i_1 (17%), sky130_fd_sc_hd__edfxtp_1 (11%), sky130_fd_sc_hd__nor2_1 (6.9%), sky130_fd_sc_hd__buf_4 (4.8%) | - |
| Synthesized chip area reported by yosys | 0.00911 | mm^2 |
| Gpl congestion | 0.835 | - |
| Via count of the first global-routing pass | 7898 | - |
| Area share of the largest cell type after synthesis | 43.5 | % |
| Post-DP Area | 0.0138 | mm^2 |
| Leakage power summed over all cells | 5.66 | nW |
| Synth Warn # | 5 | - |
| Area of the mapped netlist | 0.00911 | mm^2 |
[sequential cells by signal, indices dropped and copies added, names as in the netlist, 4 cells and up]
signal          flops
rs1_o              32
rs2_o              32
fwd_raddr2_o        4
rd_addr_o           5
fwd_csr_data_o     32
pc_o               32
exceptionpc_o      32
fwd_csr_addr_o      8
fwd_raddr1_o        5
imm_o              32
[critical path, stage by stage]
cell and delay (ns):
sky130_fd_sc_hd__clkdlybuf4s50_1 0.84, sky130_fd_sc_hd__nand3_1 0.25, sky130_fd_sc_hd__nor4b_4 0.63, sky130_fd_sc_hd__a2111oi_0 0.15, sky130_fd_sc_hd__o22ai_1 0.21, sky130_fd_sc_hd__clkdlybuf4s50_1 0.57
[through the flow]
stage / setup WS [ns] / hold slack, ns / std cells / util, %
6_report: 8.13 / 0.459 / 2053 / 26.2
2_1_floorplan: 9.70 / 0.403 / 920 / -
4_1_cts: 8.14 / 0.465 / 2051 / 26.1
3_3_place_gp: 8.23 / 0.445 / 1999 / 24.4
3_5_place_dp: 8.16 / 0.454 / 1999 / 24.4
5_1_grt: 7.94 / 0.480 / 2051 / 26.1
[logic make-up after synthesis]
kind of cell,count (synthesis)
xor gates and xnor gates,10
buffers and inverters,119
other,1
AOI/OAI and AO/OA,91
muxes,152
DFF,230
and+or+nand+nor,289
[power breakdown]
| part | total [mW] | switching, mW | leakage [nW] | internal [mW] |
|---|---|---|---|---|
| combinational | 0.151 | 0.0585 | 3.24 | 0.0926 |
| clock | 0.597 | 0.238 | 0.469 | 0.359 |
| sequential | 0.551 | 0.00951 | 1.96 | 0.541 |
[layout by cell type (no fill, tap or decap), types with 16 or more instances in the layout]
| cell | instances |
|---|---|
| sky130_fd_sc_hd__mux2i_1 | 151 |
| sky130_fd_sc_hd__clkbuf_16 | 29 |
| sky130_fd_sc_hd__nand2_1 | 38 |
| sky130_fd_sc_hd__nand3_1 | 16 |
| sky130_fd_sc_hd__conb_1 | 29 |
| sky130_fd_sc_hd__a21oi_1 | 32 |
| sky130_fd_sc_hd__clkdlybuf4s50_1 | 422 |
| sky130_fd_sc_hd__and2_1 | 32 |
| sky130_fd_sc_hd__o21ai_0 | 25 |
| sky130_fd_sc_hd__edfxtp_1 | 32 |
| sky130_fd_sc_hd__nor2_1 | 167 |
| sky130_fd_sc_hd__dfxtp_1 | 198 |
[worst max path at each step]
stage | startpoint | end | slack, ns | cells after the start
CTS | inst_i[5] | loaduse_hazard_o | 8.14 | 6
global route | inst_i[5] | loaduse_hazard_o | 7.94 | 6
finish | inst_i[5] | loaduse_hazard_o | 8.13 | 6
[final cells by class]
type,instances,area (um^2),area share [%]
Sequential cell,230,4920,33.2
Timing Repair Buffer,437,4360,29.4
Multi-Input combinational cell,571,3600,24.3
Tap cell,756,946,6.38
Clock buffer,38,810,5.46
Clock inverter,14,171,1.16
Inverter,5,18.8,0.127
Antenna cell,2,5.00,0.0337
[routing by layer]
metal / GRT usage (%) / vias to the layer above / share of wire (%)
li1: - / 3728 / -
met4: 2.73 / 8 / 2.9
met2: 15.1 / 372 / 42
met5: 0 / - / 0.15
met3: 4.16 / 61 / 11
met1: 14.0 / 3579 / 44
Power and IR drop assume default switching activity.
